==> flow/design.v <==
module xbar_priority_selector (
    input logic clk_i,
    input logic rst_ni,
    input logic [2:0] available_requests_i,
    input logic p_ready_i,
    output logic [2:0] selected_request_o
);
  logic request_active_d, request_active_q;
  logic [1:0] priority_cnt_d, priority_cnt_q;
  always_comb begin
    priority_cnt_d = priority_cnt_q;
    if (request_active_q == 1'b0) begin
      priority_cnt_d = priority_cnt_q == 2'h2 ? 2'b0 : priority_cnt_q + 1;
    end
  end
  always_ff @(posedge clk_i, negedge rst_ni) begin
    if (!rst_ni) begin
      priority_cnt_q <= 'b0;
    end else begin
      priority_cnt_q <= priority_cnt_d;
    end
  end
  logic [2:0] priority_request;
  always_comb begin
    priority_request = 'b0;
    if (priority_cnt_q == 2'b00) begin
      priority_request = available_requests_i[0] ? 3'b001 :
                         available_requests_i[1] ? 3'b010 :
                         available_requests_i[2] ? 3'b100 :
                         3'b000;
    end else if (priority_cnt_q == 2'b01) begin
      priority_request = available_requests_i[1] ? 3'b010 :
                         available_requests_i[2] ? 3'b100 :
                         available_requests_i[0] ? 3'b001 :
                         3'b000;
    end else begin
      priority_request = available_requests_i[2] ? 3'b100 :
                         available_requests_i[0] ? 3'b001 :
                         available_requests_i[1] ? 3'b010 :
                         3'b000;
    end
  end
  logic [2:0] selected_request_d, selected_request_q;
  always_comb begin
    selected_request_d = selected_request_q;
    selected_request_o = priority_request;
    request_active_d   = request_active_q;
    if (!request_active_q) begin
      selected_request_d = priority_request;
      selected_request_o = priority_request;
      if (|priority_request && !p_ready_i) begin
        request_active_d = 1'b1;
      end
    end else begin
      selected_request_d = selected_request_q;
      selected_request_o = selected_request_q;
      if (p_ready_i) begin
        request_active_d = 1'b0;
      end
    end
  end
  always_ff @(posedge clk_i, negedge rst_ni) begin
    if (!rst_ni) begin
      selected_request_q <= 'b0;
      request_active_q   <= 'b0;
    end else begin
      selected_request_q <= selected_request_d;
      request_active_q   <= request_active_d;
    end
  end
endmodule
==> flow/run.sh <==
#!/bin/bash
# OpenROAD 26Q1-2900-gdf79404cd8, Yosys 0.63+post, stock flow scripts
make -C /OpenROAD-flow-scripts/flow DESIGN_CONFIG=/design/flow/config.mk WORK_HOME=/design/flow/orfs finish
==> flow/config.mk <==
export PLATFORM = sky130hd
export DESIGN_NAME = xbar_priority_selector
export DESIGN_NICKNAME = xbar_priority_selector
export VERILOG_FILES = /design/flow/design.v
export SDC_FILE = /design/flow/constraint.sdc
export NUM_CORES = 4
export LEC_CHECK = 1
export CORE_AREA = 10 10 70 70
export DIE_AREA = 0 0 80 80
==> flow/constraint.sdc <==
current_design xbar_priority_selector

set clk_period 2.4
set clk_io_pct 0.2

create_clock -name clk0 -period $clk_period [get_ports {clk_i}]

set non_clock_inputs [all_inputs -no_clocks]
set_input_delay [expr $clk_period * $clk_io_pct] -clock clk0 $non_clock_inputs
set_output_delay [expr $clk_period * $clk_io_pct] -clock clk0 [all_outputs]
==> reports/qor.json <==
{
  "run_status": "completed",
  "reg2reg_setup_slack_ps": 1220,
  "clkLatencyLatePin_ps": 250,
  "cts_buffers": 3,
  "synth_flops": 6,
  "setup_violators_final": 0,
  "ys_types": 16,
  "combinationalPowerShare_pct": 32.0,
  "fillers": 389,
  "worst-r2r-cell-count": 2,
  "achievable_clock_frequency_ghz": 0.4260,
  "maxSlewHeadroom_pct": 75.62,
  "dieWidth_um": 80,
  "mi_logic_area_um2": 132.6,
  "postSynthAreaPerCell_um2": 10.70,
  "cts_num_sinks": 6,
  "sw_frac_of_total_pct": 29.60,
  "max_stage_delay_ps": 500,
  "setup.worst_path.end_class": "primary output",
  "post-route-min-period_ps": 2347,
  "placement.cell_area_um2": 415.4,
  "boundaryPins": 9,
  "power-per-cell-area_mw_per_mm2": 828.1,
  "hold_violations": 0,
  "cts-htree-levels": 1,
  "postCtsSetupRepairBufs": 0,
  "gr-usage-met3_pct": 1.591,
  "first_global_vias": 229,
  "final_cell_area_um2": 446.7,
  "vias_per_cell": 2.783,
  "rsz0062_at_grt": "false",
  "drc_errors": 0,
  "post_synth_inst_count": 27,
  "power_leakage_uw": 0.0001694,
  "antenna_violating_nets_post_route": 0,
  "dr.pass1.iters": 4,
  "timing.critical_path.fanout_max": 4,
  "port_buffers": 8,
  "floorplan.core_area_mm2": 0.003416,
  "grt_met2_use_pct": 3.772,
  "worst_slew_pin_slew_ps": 365.7,
  "clock_pin_transition_on_the_worst_setup_and_hold_timing_paths_ps": 50,
  "vdd_ir_drop_max_uv": 148.2,
  "netlist_area_um2": 289.0,
  "power.share.clock_pct": 25.5,
  "final-seq-area_um2": 150.1,
  "finClkSkew_ps": 9.212,
  "fraction_of_the_yosys_area_taken_by_sequential_cells_pct": 51.95,
  "vias": 231,
  "finalHoldWorstSlack_ps": 472.9,
  "final_critical_path_setup_slack_ps": 52.83,
  "arrival_time_reported_for_the_critical_path_endpoint_ps": 1870,
  "grt_start_max_net_pins": 11,
  "power_report.internal_total_uw": 260.4,
  "wirelength_um": 731,
  "maxCapViolCount": 0,
  "grt_first_pass_wirelength_um": 1110,
  "area_added_between_synthesis_and_finish_pct": 54.55,
  "initial_drc_count": 24,
  "worst_hold_path_type": "in2async",
  "yosys.stat.chipArea_um2": 289.0,
  "std_cell_rows": 21,
  "reg2reg_to": "selected_request_q[0]",
  "die-area_mm2": 0.006400,
  "ctsLongestPathBuffers": 2,
  "grt_antenna_before_repair": 0,
  "fraction_of_final_layout_cells_with_drive_strength_greater_than_1_pct": 18.92,
  "r2r_start": "request_active_q",
  "critPathLaunchType": "input pin",
  "dpl.hpwl_um": 553.1,
  "synthesis.yosys.warnings": 1,
  "worst-endpoint-required_ps": 1920,
  "timing.final.crit_share_pct": 97.80,
  "yosys_cells": 27,
  "power.switching_uw": 109.5,
  "report.final.slew_viol_count": 0,
  "finish.cell_count_without_fillers": 83,
  "grt_usage_pct": 2.302,
  "clock_tree_from_tritoncts": "built",
  "ctsRootBufferMaster": "clkbuf_4",
  "grt_most_used_layer": "met2",
  "crit_chain": "clkdlybuf4s50_1, and2_4, o31ai_4, clkdlybuf4s50_1",
  "finished_core_util_pct": 13.08,
  "seqPwrFrac_pct": 42.5,
  "timing.setup.critical_path_class": "in2out",
  "dp_slack_ps": -8.258,
  "grt-ovfl-total": 0,
  "warning_count": 25,
  "cp_common_cell": "clkdlybuf4s50_1",
  "die_height_um": 80,
  "cpMaxStageDelayCell": "clkdlybuf4s50_1",
  "floorplan.core_util_pct": 8.462,
  "place.detailed.instances": 80,
  "wire_per_inst_um": 8.807,
  "antenna_cells_inserted": 0,
  "use_met1_pct": 2.221,
  "place_congestion": 0.8030
}
==> stage by stage <==
stage	total power [µW]	setup TNS (ps)
4_1_cts	374.5	0
2_1_floorplan	219.2	0
3_5_place_dp	269.5	-8.258
3_3_place_gp	266.7	-5.127
6_report	369.9	0
5_1_grt	397.5	0
==> sequential cells by signal, indices dropped and copies added (netlist names) <==
register            flops
selected_request_q      3
request_active_q        1
priority_cnt_q          2
==> cell usage after synthesis <==
library cell  n  share of area (%)
a21oi_1       1                1.7
a22o_1        1                3.0
and2_4        1                3.0
buf_6         1                3.9
dfrtp_1       6                 52
inv_1         1                1.3
mux2_2        2                7.8
nand2_1       4                5.2
nand2b_1      1                2.2
nor2_1        2                2.6
nor2b_1       2                4.3
nor4_1        1                2.2
o21ai_0       1                1.7
o21ai_1       1                1.7
o31a_1        1                3.0
o31ai_2       1                4.3
==> power by group through the flow <==
stage / Sequential (µW) / Combinational, µW / Clock, µW
after global routing: 160 / 132 / 105
final: 157 / 119 / 94.3
after CTS: 155 / 120 / 98.9
==> cell usage in the layout (no fill, tap or decap), types with 2 or more instances in the layout <==
cell,instances
nand2_1,4
clkdlybuf4s50_1,8
mux2_2,2
nor2b_1,2
nor2_1,2
dfrtp_1,6
clkbuf_4,3
==> kinds of logic (layout without fill, tap and decap cells) <==
logic type / count (synthesis) / after routing / share of synthesized area [%]
AND-OR/OR-AND: 6 / 6 / 15.58
multiplexers: 2 / 2 / 7.792
flip-flops: 6 / 6 / 51.95
buffers and inverters: 2 / 12 / 5.193
AND/OR/NAND/NOR: 11 / 11 / 19.48
==> area by class of cell <==
| type | instances | share of cell area [%] |
|---|---|---|
| clock buffer | 3 | 5.042 |
| inverter | 1 | 0.8403 |
| multi-input combinational | 19 | 29.69 |
| sequential | 6 | 33.61 |
| tap | 46 | 12.89 |
| timing repair buffer | 8 | 17.93 |
==> routing by layer <==
layer  wire length, µm  up-vias
met4                27        0
met3                77        2
met1               284      106
met5                 0        -
li1                  -      112
met2               341       11
==> worst max-delay path by stage <==
stage | from | to | slack (ps) | depth (start not counted)
4_1_cts | available_requests_i[0] | selected_request_o[1] | 40 | 4
5_1_grt | available_requests_i[0] | selected_request_o[1] | 9 | 4
6_report | available_requests_i[0] | selected_request_o[1] | 50 | 4
==> critical path: cells and delay by family <==
kind            cells  cell delay, ps
compound gates      1             240
buf+inv             2             970
simple gates        1             170
==> timing repair <==
item | CTS | global route
hold buffers | 0 | 0
endpoints found under the setup margin | 1 | 0
gates resized | 1 | 0
Power is estimated from default activity; no workload was simulated.
