[design/flow/constraint.sdc]
current_design core_imm_gen

set clk_period 4.7
set clk_io_pct 0.2

create_clock -name clk0 -period $clk_period

set non_clock_inputs [all_inputs -no_clocks]
set_input_delay [expr $clk_period * $clk_io_pct] -clock clk0 $non_clock_inputs
set_output_delay [expr $clk_period * $clk_io_pct] -clock clk0 [all_outputs]
[design/flow/config.mk]
export PLATFORM = sky130hd
export DESIGN_NAME = core_imm_gen
export DESIGN_NICKNAME = core_imm_gen
export VERILOG_FILES = /design/flow/design.v
export SDC_FILE = /design/flow/constraint.sdc
export NUM_CORES = 4
export LEC_CHECK = 1
export CORE_AREA = 10 10 70 70
export DIE_AREA = 0 0 80 80
[design/flow/run.sh]
#!/bin/bash
# OpenROAD 26Q1-2900-gdf79404cd8, Yosys 0.63+post, stock flow scripts
make -C /OpenROAD-flow-scripts/flow DESIGN_CONFIG=/design/flow/config.mk WORK_HOME=/design/flow/orfs finish
[design/flow/design.v]
module core_imm_gen #(
) (
    input logic [31:0] inst_i,
    input logic ctrl_sel_imm_i_i,
    input logic ctrl_sel_imm_s_i,
    input logic ctrl_sel_imm_b_i,
    input logic ctrl_sel_imm_u_i,
    input logic ctrl_sel_imm_j_i,
    output logic [31:0] imm_o
);
  logic [31:0] imm_i;
  logic [31:0] imm_s;
  logic [31:0] imm_b;
  logic [31:0] imm_u;
  logic [31:0] imm_j;
  assign imm_i = {{20{inst_i[31]}}, inst_i[31:20]};
  assign imm_s = {{20{inst_i[31]}}, inst_i[31:25], inst_i[11:7]};
  assign imm_b = {{19{inst_i[31]}}, inst_i[31], inst_i[7], inst_i[30:25], inst_i[11:8], 1'b0};
  assign imm_u = {inst_i[31:12], 12'b0};
  assign imm_j = {{12{inst_i[31]}}, inst_i[19:12], inst_i[20], inst_i[30:21], 1'b0};
  always_comb begin
    if (ctrl_sel_imm_i_i == 1'b1) begin
      imm_o = imm_i;
    end else if (ctrl_sel_imm_s_i == 1'b1) begin
      imm_o = imm_s;
    end else if (ctrl_sel_imm_b_i == 1'b1) begin
      imm_o = imm_b;
    end else if (ctrl_sel_imm_u_i == 1'b1) begin
      imm_o = imm_u;
    end else if (ctrl_sel_imm_j_i == 1'b1) begin
      imm_o = imm_j;
    end else begin
      imm_o = 'b0;
    end
  end
endmodule
==> Slide: Implementation Results <==
Key Metrics from the Run

Synthesis
  – Seq share, synth: 0%
  – Yosys cell types: 17
  – XOR/XNOR Fraction of Synth Area: 0%
  – Synthesized area: 363 µm²
  – Synth Area per Inst: 5.50 µm²
  – Ao+oa area frac: 27.2%
  – Post-Synthesis Cells: 66
  – Yosys warns: 1
  – Simple share: 57.6%
  – Yosys stat area: 363 µm²
  – Synth Area in Adders: 0%
  – Ys cells: 66
  – MUX share of area: 11.0%
  – Top comb family, area: simple AND/OR/NAND/NOR gates

Power and ir drop
  – Combinational power share: 100.0%
  – Net Sw Frac: 27.2%
  – Pwr dens: 87.3 mW/mm²
  – Sw Pwr: 24.8 µW
  – Leak Pwr: 0.000453 µW
  – Register share of total power: 0%
  – Pint: 66.6 µW
  – Maximum vdd drop: 26.8 µV
  – Clock power frac: 0%

Floorplan
  – # rows: 21
  – Ports: 69
  – Die area: 0.00640 mm²
  – Die Wd: 80 µm
  – Die Y: 80 µm
  – CORE AREA: 0.00342 mm²
  – Initial core utilization: 10.6%

Layout
  – Share of layout cells above drive strength 1: 3.94%
  – Filler cells: 385
  – Register area: 0 µm²
  – Fin cells: 173
  – Top cells excl fill/tap: 62 x clkdlybuf4s50_1, 24 x nand2_1, 8 x nor2_1, 8 x a21o_1, 7 x and2_1
  – Seq cells: 0
  – Area growth from synthesis to layout: 189%
  – Top cell excl fill/tap: clkdlybuf4s50_1
  – Layout clock buffers: 0

Critical path
  – Worst path cell trace: clkdlybuf4s50_1 -> or3_4 -> nor2_2 -> a21o_1 -> clkdlybuf4s50_1
  – Startpoint Class: input pin
  – CP most frequent cell: clkdlybuf4s50_1
  – Max stage delay on crit path: 0.49 ns
  – Critical Path RT: 3.76 ns
  – CP Class: in -> out
  – Setup crit end kind: primary output
  – CP top delay family: buffers and inverters
  – Crit Path Max Fanout: 8
  – Crit-path slowest cell: clkdlybuf4s50_1
  – CP bufs+invs: 2
  – Crit path DAT: 2.81 ns
  – Critical path origin: ctrl_sel_imm_b_i

Drt
  – Final WL: 2.16 mm
  – Diode count: 0
  – Post-DRT Antenna Nets: 0
  – Initial drt markers: 4
  – Drt pass-1 iters: 2
  – Vias per cell: 3.82
  – Post-route DRC: 0
  – Via Count: 661
  – Drt wl/cell: 12.5 µm

Timing
  – Final min period: 3.75 ns
  – Setup tns final: 0 ns
  – Unrepaired setup endpoints after global routing: no
  – Fmax: 0.267 GHz
  – Max-slew violation count: 0
  – Final Hold Vio Count: 0
  – Setup violations, final: 0
  – Slew @ Worst Pin: 0.473 ns
  – Max-slew headroom: 68.4%
  – Period utilisation layout: 79.8%

Clock network
  – Postcts setup bufs: 0
  – Hold_buf cts: 0
  – PostCTS Resize Cnt: 0

Global routing
  – Vias in the first global route: 696
  – Global route overflow: 0
  – Total GRT Usage: 6.10%
  – Largest net degree at the start of global routing: 12
  – First-pass GRT wire length: 3.24 mm
  – Antenna violations before repair: 0

Hold path
  – Hold Path Class: in -> out
  – Worst hold start: inst_i[27]

Status
  – Status: finished clean

Run
  – Number of warnings the tools reported: 39
  – Max_cap viols: 0

Placement
  – I/O Buffers: 62
  – DP Cell Count: 173
  – Hpwl dp: 1.89 mm
  – Final GP Congestion: 0.794
-- power groups by stage --
stage	registers (µW)	clock network, µW	logic, µW
final	0	0	91.5
after global routing	0	0	100
after CTS	0	0	93.7
-- through the flow --
stage | power (µW) | hold WS [ns] | cell area [µm²] | worst slack (ns) | utilization, %
2_1_floorplan | 19.2 | 1.91 | 363 | 1.99 | -
3_3_place_gp | 92.4 | 2.80 | 1050 | 0.958 | 30.7
3_5_place_dp | 93.0 | 2.80 | 1050 | 0.947 | 30.7
4_1_cts | 93.7 | 2.81 | 1050 | 0.937 | 30.7
5_1_grt | 100 | 2.84 | 1050 | 0.851 | 30.7
6_report | 91.5 | 2.79 | 1050 | 0.948 | 30.7
-- tightest hold or removal path: cells and delay by family --
kind                   cells  cell delay (ns)
and+or+nand+nor            2             0.11
buffers and inverters      2             0.81
-- synth_stat cells, types with 2 or more instances --
cell / n / share of area [%]
mux2i_1: 4 / 11
nor2_1: 8 / 8.3
and2_1: 7 / 12
buf_2: 3 / 4.1
nor2b_1: 2 / 3.4
a21o_1: 8 / 17
nand2_1: 24 / 25
-- cell type report --
type	count	area, µm²	area share, %
Multi-Input combinational cell	63	354	33.8
Tap cell	46	57.6	5.50
Timing Repair Buffer	64	636	60.7
-- worst paths after layout --
path,end,slack [ns],cells after the start
setup / recovery,imm_o[18],0.95,5
hold / removal,imm_o[27],2.79,4
-- layer usage --
metal | GRT usage, % | share of wire, % | wire [µm] | up-vias
met5 | 0 | 0 | 0 | -
met4 | 0 | 0 | 0 | 0
met3 | 2.95 | 14 | 299 | 0
met2 | 10.8 | 45 | 970 | 38
met1 | 6.79 | 41 | 889 | 280
li1 | - | - | - | 343
-- cells by family after synthesis --
group	count (synthesis)
and+or+nand+nor	45
muxes	4
buffers and inverters	3
AOI/OAI and AO/OA	14
Power figures rest on the tool's default switching activity, not on a simulated workload.
